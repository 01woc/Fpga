File: ./run.sh
#!/bin/bash
# OpenROAD 26Q1-2900-gdf79404cd8, Yosys 0.63+post, stock flow scripts
make -C /OpenROAD-flow-scripts/flow DESIGN_CONFIG=/design/flow/config.mk WORK_HOME=/design/flow/orfs finish
File: ./config.mk
export PLATFORM = sky130hd
export DESIGN_NAME = noise_injection
export DESIGN_NICKNAME = noise_injection
export VERILOG_FILES = /design/flow/design.v
export SDC_FILE = /design/flow/constraint.sdc
export NUM_CORES = 4
export LEC_CHECK = 1
export CORE_UTILIZATION = 40
export SYNTH_HDL_FRONTEND = slang
export SYNTH_MEMORY_MAX_BITS = 65536
File: ./constraint.sdc
current_design noise_injection

set clk_period 1.0
set clk_io_pct 0.2

create_clock -name clk0 -period $clk_period [get_ports {clk}]

set non_clock_inputs [all_inputs -no_clocks]
set_input_delay [expr $clk_period * $clk_io_pct] -clock clk0 $non_clock_inputs
set_output_delay [expr $clk_period * $clk_io_pct] -clock clk0 [all_outputs]
File: ./design.v
module noise_injection (
    input clk,                
    input reset,              
    input [23:0] input_wave,  
    input noise_enable,       
    input [31:0] phase_acc,   
    input [1:0] shift_sel,    
    output reg [23:0] output_wave  
);
    reg [23:0] noise_lut [0:1023];
    reg [23:0] lfsr;
    integer i;
    initial begin
        lfsr = 24'hACE1;  
        for (i = 0; i < 1024; i = i + 1) begin
            lfsr = {lfsr[22:0], lfsr[23] ^ lfsr[18] ^ lfsr[17] ^ lfsr[14]};
            noise_lut[i] = lfsr;
        end
    end
    always @(posedge clk or posedge reset) begin
        if (reset)
            lfsr <= 24'hACE1;  
        else
            lfsr <= {lfsr[22:0], lfsr[23] ^ lfsr[18] ^ lfsr[17] ^ lfsr[14]};  
    end
    wire [9:0] lut_addr = phase_acc[31:22]; 
    wire [23:0] noise = noise_lut[lut_addr] >> shift_sel;
    always @(posedge clk or posedge reset) begin
        if (reset)
            output_wave <= 24'd0;
        else if (noise_enable)
            output_wave <= input_wave + noise >>1 ;
			else
            output_wave <= input_wave;
    end
endmodule
==> results.ini <==
[global_route]
grt_pass1_vias = 60700
grt_max_degree = 62
grt_usage = 1.00
grt_pass1_wl_mm = 508
globalRoute.totalOverflow = 6155

[clock_network]
htreeDepth = 1
clock_sinks = 24
cts_buffers = 3
clockBufferDepth = 2
clk_root_buffer_cell = clkbuf_16
hold_buffers = 0

[logic_synthesis]
topCellsByArea = mux4_2 (10%), o21ai_0 (8.2%), a21oi_1 (8.1%)
syn_inst = 4474
edf_count = 0
ff_type = dfrtp_1
ys_cells = 4474
synth_area_mm2 = 0.0290
synthTopCellsByCount = nand2_1 (484), o21ai_0 (475), a21oi_1 (467), nor2_1 (430), buf_2 (239)
synth_flops = 24
async_reset_ff_frac = 1.00
yosysChipArea_mm2 = 0.0290
top_area_frac = 0.103
synth.largest_area_cell = mux4_2
ys_warn_count = 0
synth_top_cell_by_count = nand2_1
syn_avg_cell_area_um2 = 6.48
yosysSeqAreaShare = 0.0207
synth_cell_types = 109

[die]
die_h_um = 271
rows = 98
die.size.x_um = 271
fp_util = 0.405
ios = 85

[placement]
io_buffers = 62
place_hpwl_mm = 238
gp_routability_congestion = 1.86
pre_cts_slack_ns = -5.35

[run_status]
outcome = did not finish
error_line = [ERROR GRT-0116] Global routing finished with congestion. Check the congestion regions in the DRC Viewer.
haltStage = 5_1_grt

[kinds of logic after synthesis]
logic type,share of synthesized area
fa+ha+maj,0.0201
xor+xnor,0.00811
buf+inv,0.115
mux,0.141
simple gates,0.244
compound gates,0.453
flops,0.0207
[routing by layer]
layer | overflow | GRT usage
met3 | 894 | 0.934
met5 | 180 | 0.925
met1 | 1155 | 0.949
met4 | 995 | 0.984
met2 | 2931 | 1.12
[metrics by stage]
| step | hold slack [ns] | cells | utilization | instance area (um2) |
|---|---|---|---|---|
| CTS | 0.262 | 6837 | 0.641 | 45900 |
| detailed placement | 0.541 | 6784 | 0.609 | 43600 |
| global placement | 0.537 | 6784 | 0.609 | 43600 |
| floorplan | 0.215 | 4474 | - | 29500 |
[what timing repair did]
item                                    4_1_cts
cloned                                        6
setup buffers                                44
pin swaps                                    72
resized                                     468
endpoints found under the setup margin       47
