==> ./constraint.sdc <==
current_design fir

set clk_period 31.1
set clk_io_pct 0.2

create_clock -name clk0 -period $clk_period [get_ports {clk}]

set non_clock_inputs [all_inputs -no_clocks]
set_input_delay [expr $clk_period * $clk_io_pct] -clock clk0 $non_clock_inputs
set_output_delay [expr $clk_period * $clk_io_pct] -clock clk0 [all_outputs]
==> ./run.sh <==
#!/bin/bash
# OpenROAD 26Q1-2900-gdf79404cd8, Yosys 0.63+post, stock flow scripts
make -C /OpenROAD-flow-scripts/flow DESIGN_CONFIG=/design/flow/config.mk WORK_HOME=/design/flow/orfs finish
==> ./design.v <==
module fir (
    input clk,
    input reset,
    input signed [23:0] data_in,
    output reg signed [23:0] data_out
);
    parameter TAP_NUM = 15;
    reg signed [23:0] buffer [0:TAP_NUM-1];
    reg signed [39:0] acc [0:TAP_NUM-1];
    wire signed [15:0] taps [0:TAP_NUM-1];
    reg [3:0] buff_cnt;
    reg enable_fir;
    assign taps[0]  = 16'hFC9C;  
    assign taps[1]  = 16'h0000;
    assign taps[2]  = 16'h05A5;  
    assign taps[3]  = 16'h0000;
    assign taps[4]  = 16'hF40C;  
    assign taps[5]  = 16'h0000;
    assign taps[6]  = 16'h282D;  
    assign taps[7]  = 16'h4000;  
    assign taps[8]  = 16'h282D;
    assign taps[9]  = 16'h0000;
    assign taps[10] = 16'hF40C;
    assign taps[11] = 16'h0000;
    assign taps[12] = 16'h05A5;
    assign taps[13] = 16'h0000;
    assign taps[14] = 16'hFC9C;
    integer i;
    reg signed [39:0] sum;  
    always @(posedge clk or posedge reset) begin
        if (reset) begin
            buff_cnt <= 4'd0;
            enable_fir <= 1'b0;
        end else begin
            buff_cnt <= (buff_cnt == TAP_NUM-1) ? 4'd0 : buff_cnt + 1;
            enable_fir <= (buff_cnt == TAP_NUM-1);
        end
    end
    always @(posedge clk) begin
        if (reset) begin
            for (i = 0; i < TAP_NUM; i = i + 1)
                buffer[i] <= 24'd0;
        end else begin
            buffer[0] <= data_in;
            for (i = 1; i < TAP_NUM; i = i + 1)
                buffer[i] <= buffer[i-1];
        end
    end
    always @(posedge clk) begin
        if (reset) begin
            for (i = 0; i < TAP_NUM; i = i + 1)
                acc[i] <= 40'd0;
        end else if (enable_fir) begin
            for (i = 0; i < TAP_NUM; i = i + 1)
                acc[i] <= buffer[i] * taps[i];
        end
    end
    always @(posedge clk) begin
        if (reset) begin
            data_out <= 24'd0;
        end else if (enable_fir) begin
            sum = 40'd0;   
            for (i = 0; i < TAP_NUM; i = i + 1)
                sum = sum + acc[i];   
            data_out <= sum >>> 16;   
        end
    end
endmodule
==> ./config.mk <==
export PLATFORM = sky130hd
export DESIGN_NAME = fir
export DESIGN_NICKNAME = fir
export VERILOG_FILES = /design/flow/design.v
export SDC_FILE = /design/flow/constraint.sdc
export NUM_CORES = 4
export LEC_CHECK = 1
export CORE_UTILIZATION = 40
==> out/qor.txt <==
DRC Markers -> 0
chip area -> 0.1675 mm2
hold_sp -> buffer[3][0]
setup bufs post-CTS -> 0
die width -> 409.2 um
max layer used -> met4
pin count of the biggest net entering global routing -> 71
Tot GR Track Use -> 20.35%
Resized cells post-CTS -> 0
Async SR Flop Fraction -> 0.7153%
R2R Setup Slk -> 24.73 ns
Placer Congestion -> 0.9527
CTS tree -> done
initial antenna violation count -> 0
Synth Seq Share -> 21.13%
CORE AREA -> 0.1648 mm2
Worst R2R End -> acc[6][35]
Hold Path Depth -> 1
Peak supply drop -> 0.04962 mV
synthesized cell area -> 0.06633 mm2
CTS Sinks -> 699
YS chip area -> 0.06633 mm2
Synth Area in XOR/XNOR -> 3.156%
IO Count -> 50
Tmin final -> 8.146 ns
relative slew slack -> 46.43%
#FFs+latches synth -> 699
root buf cell -> clkbuf_16
most frequent cells in the layout -> inv_1 (1553), ha_1 (1136), fa_1 (823), dfxtp_1 (694), nor2_1 (437)
Post-synth mux share -> 2.509%
power per cell area -> 33.98 mW/mm2
Crit Path Category -> in -> reg
maxcap violations -> 0
vias -> 43455
post-synthesis compound-gate area fraction -> 8.698%
crit path DAT -> 8.69 ns
DR WL met3 -> 11970 um
Setup crit start kind -> primary input
ys flop type -> dfxtp_1
CTS HTree Levels -> 3
yosys cell count -> 6818
Setup Total Neg Slack -> 0 ns
Mean Syn Cell Area -> 9.729 um2
Yosys warnings -> 3
gr ovfl total -> 0
Worst Setup End Kind -> flop
first-pass GRT wire length -> 251600 um
Worst Slack Setup Final -> 22.95 ns
Final Hold Viols -> 0
Worst-Margin Slew -> 0.7833 ns
Mapped Cells -> 6818
clock edge transition at the registers on the reported setup and hold paths -> 0.06 ns
Area growth syn-to-layout -> 9.043%
Num CTS Buffers -> 84
Final Setup Violations -> 0
DR WL met2 -> 72860 um
Post-DP HPWL -> 130600 um
DRT Wirelength -> 155900 um
drt first pass iters -> 6
Routed Antenna Nets -> 0
total power -> 2.458 mW
Ant. Diodes -> 0
vias in the first global route -> 46246
Reg-to-Reg Start -> buffer[6][10]
Hold Slack -> 0.4228 ns
Via density -> 4.771
Row Count -> 149
Pins Over Slew Limit -> 0
yosys simple share -> 8.681%
Place WS -> 22.25 ns
met1 wire length -> 66780 um
Hold Buf Count CTS -> 0
Lkg Pwr -> 37.02 nW
Routed wire per std cell -> 17.11 um
Crit Path Max Fanout -> 70
Cells after DPL -> 8953
most numerous logic cell after layout -> inv_1
fmax -> 0.1228 GHz
Cell variety after synth -> 90
adder share -> 46.27%
FP Util -> 40.25%
Non-Filler Instances -> 9109
critical path data required time -> 31.64 ns
DRT iter0 DRCs -> 1680
Worst Hold Endpoint -> buffer[4][0]
outcome -> finished clean
HP Class -> reg -> reg
top comb family, area -> adder cells
Final Cycle Share -> 26.19%
Worst Reg2Reg Path Length in Cells -> 21
Worst Skew -> 0.03727 ns
RSZ-0062 raised after global routing -> false
die height -> 409.2 um
I/O Buffers -> 49
share of layout cells above drive strength 1 -> 3.266%
Clock Path Buffers -> 3
Latency at later pin -> 0.71 ns
number of enable flip-flop cells -> 0
tool warnings -> 54
[where the power goes]
part	total [mW]	internal [mW]	switching, mW
registers	0.921	0.908	0.0128
logic	0.470	0.188	0.282
clock network	1.07	0.651	0.415
[cell families after synthesis]
kind of cell             count (synthesis)
flip-flops                             699
multiplexers                           166
AND-OR/OR-AND                          883
adder cells (fa/ha/maj)               1959
XOR/XNOR                               239
AND/OR/NAND/NOR                       1184
buffers and inverters                 1688
[routing by layer]
metal  GRT usage (%)  vias to the layer above
met5               0                        -
met4           4.330                        0
met3           6.716                      235
met2           32.37                      742
met1           27.83                    20725
li1                -                    21753
[Yosys cell counts, types with 20 or more instances]
cell,count,area share [%]
ha_1,1136,21
nor2_1,438,2.5
nand3_1,39,0.29
inv_1,1553,8.8
o21bai_1,27,0.31
a21oi_1,216,1.6
a31oi_1,32,0.30
o21ai_0,218,1.6
clkbuf_1,115,0.65
nand4_1,20,0.19
xnor2_1,146,1.9
mux2i_1,164,2.5
nand2b_1,32,0.30
o21a_1,24,0.27
nand2_1,222,1.3
and3_1,24,0.23
dfxtp_1,694,21
fa_1,823,25
xor2_1,93,1.2
a211oi_1,50,0.57
nor3_1,28,0.21
nor2b_1,302,2.8
a21o_1,148,1.7
[stage by stage]
stage | util (%) | area [um2]
final | 43.89 | 72330
after floorplan | - | 66330
after CTS | 43.89 | 72330
after global placement | 42.05 | 69310
after global routing | 43.89 | 72330
after detailed placement | 42.05 | 69310
[how the worst max path moves through the flow]
stage         start    endpoint  slack (ns)  cells after the start
CTS           reset  acc[2][25]       22.98                      5
global route  reset  acc[2][25]       22.75                      5
finish        reset  acc[2][25]       22.95                      5
[state kept, by name (all words and copies together) (netlist names)]
register    flops
data_out       24
enable_fir      1
acc           310
buffer        360
buff_cnt        4
[cell type report]
type	instances	area [um2]
clock inverters	42	583.1
well taps	2189	2739
clock buffers	114	2437
inverters	1555	5837
flip-flops and latches	699	14020
repair buffers	79	720.7
multi-input cells	4431	45990
fillers	15600	92470
[worst max-delay path, cell delays in order]
cell	delay [ns]
buf_8	0.39
buf_4	0.70
buf_4	0.65
buf_4	0.52
nor2_1	0.11
No activity file was given, so power comes from the tool's default toggle rates.
