**flow/config.mk**
```make
export PLATFORM = sky130hd
export DESIGN_NAME = fir_filter
export DESIGN_NICKNAME = fir_filter
export VERILOG_FILES = /design/flow/design.v
export SDC_FILE = /design/flow/constraint.sdc
export NUM_CORES = 4
export LEC_CHECK = 1
export CORE_UTILIZATION = 50
```
**flow/design.v**
```verilog
module fir_filter(
	input clk,	reset,
	input [15:0] in,
	output reg [15:0] out
	 );
	reg [15:0] coef [18:0];
	reg [15:0] shift [18:0];
	reg [35:0] mulsum;
	reg [6:0] cnt;
	integer i, j;
	always @(posedge clk) begin
		if (reset) begin
			coef[0] = 26;
			coef[1] = 270;
			coef[2] = 963;
			coef[3] = 2424;
			coef[4] = 4869;
			coef[5] = 8259;
			coef[6] = 12194;
			coef[7] = 15948;
			coef[8] = 18666;
			coef[9] = 19660;
			coef[10] = 18666;
			coef[11] = 15948;
			coef[12] = 12194;
			coef[13] = 8259;
			coef[14] = 4869;
			coef[15] = 2424; 
			coef[16] = 963;
			coef[17] = 270;
			coef[18] = 26;
			cnt <= 0;
		end
		else begin 
			if (cnt < 19) begin
				shift[cnt] <= in;
				cnt <= cnt + 1;
			end
			else begin
				for (i=18; i>0; i=i-1) 
					shift[i-1] <= shift[i];
					shift[18] <= in;
			end
		end
	end
	always @(posedge clk) begin	
			if (cnt > 18) begin
				mulsum = 0;
				for (j=0; j<19; j=j+1)
					mulsum = mulsum + (coef[j] * shift[j]);
				for (j=0; j<16; j=j+1)
					out[j] = mulsum [20+j];
			end
	end
endmodule
```
**flow/run.sh**
```bash
#!/bin/bash
# OpenROAD 26Q1-2900-gdf79404cd8, Yosys 0.63+post, stock flow scripts
make -C /OpenROAD-flow-scripts/flow DESIGN_CONFIG=/design/flow/config.mk WORK_HOME=/design/flow/orfs finish
```
**flow/constraint.sdc**
```tcl
current_design fir_filter

set clk_period 26.3
set clk_io_pct 0.2

create_clock -name clk0 -period $clk_period [get_ports {clk}]

set non_clock_inputs [all_inputs -no_clocks]
set_input_delay [expr $clk_period * $clk_io_pct] -clock clk0 $non_clock_inputs
set_output_delay [expr $clk_period * $clk_io_pct] -clock clk0 [all_outputs]
```
==> results.ini <==
[worst_hold_path]
hp-class = flop to flop
min_path_cells = 1
min_from = cnt[5]
min_to = cnt[5]

[run_status]
status = finished, final reports clean

[setup_path]
crit_path_top_delay_cell = a211oi_1
arrival_ps = 13990
critPathLaunchType = flop
rr_startpoint = shift[9][0]
cp-end-kind = flop
critPathKind = flop to flop
cp_max_fo = 5
crit_top_cell = fa_1
ff2ff_path_depth = 44
reg2reg_to = out[14]
cp_slowest_stage_delay_ps = 670
rrSetupSlack_ps = 12840
required_ps = 26830

[synth]
edf_count = 320
ys_ff = 327
netlist_area_um2 = 76800
synthDistinctLibCells = 69
synthCells = 7251
ys.warnings.count = 2
avgSynthCellArea_um2 = 10.6
synth_seq_share_pct = 12.7
synthArstFlopShare_pct = 0
yosys_area_um2 = 76800
ys_cells = 7251
synthFlopType = edfxtp_1

[sta]
period_used_pct = 51.2
fmax_ghz = 0.0743
finClkSkew_ps = 34.1
finalMaxSlewViolations = 0
rsz0062_at_grt = false
maxSlewHeadroom_pct = 39.9
setup_tns_ps = 0
worstMarginPinSlew_ps = 895
fin_ws_ps = 12840
hold_viol_final = 0
finalSetupViolations = 0
fin_crit_ps = 13460

[grt]
grt_use_total_pct = 33.6
grt_pass1_vias = 53600
antenna_found_initial = 4
grt_pass1_wl_mm = 347
grt_overflow = 0
grt_max_degree = 72

[placed_design]
portBuffers = 33
gp_congestion = 1.08
dp_cells = 9294
post-place-ws_ps = 12950
hpwlAfterDp_mm = 198

[clocking]
clockRootBuffer = clkbuf_16
cts_tree = yes
cts_setup_buffers = 0
cts_resized = 0
clk_transition_reported_paths_ps = 70
postCtsHoldBufs = 0
cts.path.max_buffers = 3
clk_latency_ps = 690
cts_buffers = 46
cts.sinks = 327
htree_levels = 2

[drt]
viasPerCell = 5.29
wl_per_cell_um = 24.7
ant_nets = 0
drt_iter0_markers = 2419
totalWireLength_mm = 232
first_pass_iters = 5
drc = 0
vias = 49700

[floorplanning]
die_w_um = 394
dieArea_um2 = 155000
initial_core_util_pct = 50.4
rows = 143
core_um2 = 152000
fp.dieH_um = 394
io_pins = 34

[job]
drv_cap = 0
warnings = 64

[cells_and_area]
area_growth_pct = 6.13
drive_gt1_share_pct = 2.53
stdcell_count = 9382
lay_top_cells = inv_1 (2,143), ha_1 (1,489), fa_1 (1,422), a21o_1 (366), edfxtp_1 (320)
fin_util_pct = 53.5
lay_top_count = inv_1

synthesized netlist by cell type, drive strengths merged, types with 22 or more instances:
cell type / count / area (um2)
ha: 1489 / 18600
xnor2: 166 / 1450
o21ai: 123 / 619
nand2: 132 / 495
nand2b: 34 / 213
nand3: 50 / 250
o21bai: 35 / 263
nor2: 156 / 586
a21o: 366 / 2750
buf: 45 / 221
inv: 2143 / 8040
nor2b: 51 / 319
a211oi: 22 / 170
fa: 1422 / 28500
nor3: 57 / 285
a21oi: 218 / 1090
xor2: 88 / 771
or3: 22 / 138
o21a: 36 / 270
edfxtp: 320 / 9610
clkbuf: 33 / 124
final cells by class:
class | count | area [um2]
fillers | 13100 | 70800
multi-input cells | 4703 | 58800
flip-flops and latches | 327 | 9750
inverters | 2143 | 8040
well taps | 2030 | 2540
clock buffers | 50 | 1170
repair buffers | 91 | 778
clock inverters | 35 | 388
diodes | 3 | 7.51
flip-flops by register name, indices dropped and copies added (netlist names):
signal  flops
out        16
cnt         7
shift     304
cell families (layout without fill, tap and decap cells):
logic type,after synthesis,after routing,share of synthesized area (%)
adders and majority gates,2911,2911,61.3
other,0,3,0
DFF,327,327,12.7
xor gates and xnor gates,254,254,2.90
buffers and inverters,2221,2319,10.9
and+or+nand+nor,585,585,3.70
AOI/OAI and AO/OA,950,950,8.39
muxes,3,3,0.0391
critical path, delay by kind of cell, from the launching register on:
| kind | cells | cell delay [ps] |
|---|---|---|
| flip-flops | 1 | 570 |
| adder cells (fa/ha/maj) | 17 | 7800 |
| AND/OR/NAND/NOR | 1 | 230 |
| AND-OR/OR-AND | 15 | 3810 |
| XOR/XNOR | 1 | 370 |
| buffers and inverters | 10 | 550 |
worst max-delay path by stage:
stage,to,from
CTS,out[14],shift[9][0]
global route,out[14],shift[9][0]
finish,out[14],shift[9][0]
metal layers:
| metal | GRT usage [%] | wire (um) | up-vias |
|---|---|---|---|
| li1 | - | - | 23000 |
| met1 | 45.1 | 86300 | 24700 |
| met2 | 48.2 | 103000 | 1699 |
| met3 | 18.9 | 32100 | 319 |
| met4 | 10.5 | 10300 | 8 |
| met5 | 0.770 | 197 | - |
through the flow:
stage / instance area, um2 / hold WS (ps)
final: 81500 / 515
after global routing: 81500 / 538
after CTS: 81500 / 515
after detailed placement: 79900 / 505
after global placement: 79900 / 504
after floorplan: 76800 / 471
